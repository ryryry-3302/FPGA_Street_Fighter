<file path="flow/design.v">
`timescale 1ns / 1ps
module CustomClock(
    input CLOCK_IN,
    input [31:0] COUNT_STOP,
    output reg CLOCK_OUT = 0);
    reg [31:0] counter = 0;
    always@(posedge CLOCK_IN)
    begin
        counter <= ( counter >= COUNT_STOP ) ? 0: counter + 1;
        CLOCK_OUT <= (counter == 0) ? ~CLOCK_OUT : CLOCK_OUT;
    end
endmodule
module hsv_to_rgb(
    input [7:0] h,
    output [15:0] rgb 
);
    parameter s = 255;  
    parameter v = 255;
    parameter P = (v * (255 - s)) >> 8;
    reg [7:0] region;
    reg [7:0] remainder;
    reg [7:0] Q;
    reg [7:0] T;
    reg [7:0] r;
    reg [7:0] g;
    reg [7:0] b;
    always@(h)
    begin
        region = h/43;
        remainder = (h - (region * 43)) * 6;
        Q = (v * (255 - ((s * remainder) >> 8))) >> 8;
        T = (v * (255 - ((s * (255 - remainder)) >> 8))) >> 8;
        case(region)
        0: begin r = v; g = T; b = P; end
        1: begin r = Q; g = v; b = P; end
        2: begin r = P; g = v; b = T; end
        3: begin r = P; g = Q; b = v; end
        4: begin r = T; g = P; b = v; end
        5: begin r = v; g = P; b = Q; end
        endcase
    end
    wire [4:0] bit_r; assign bit_r = r * 31/255;
    wire [5:0] bit_g; assign bit_g = g * 63/255;
    wire [4:0] bit_b; assign bit_b = b * 31/255;
    assign rgb = {bit_r,bit_g,bit_b};
endmodule
`timescale 1ns / 1ps
module indexToXY(
    input [12:0] pixel_index,
    output [7:0] X_coord,
    output [7:0] Y_coord
    );
    assign Y_coord = pixel_index / 96;
    assign X_coord = pixel_index % 96;
endmodule
module bullet(
    input clk,
    input [1:0] attack_state,
    input mirrored,
    input [6:0] player_1x,  
    input [6:0] player_1y,
    input [6:0] player_2x,
    input [6:0] player_2y,
    input [12:0] pixel_index,
    input [4:0] random_5bit_val,
    input clk20hz,
    output reg [6:0] bullet_x = 0,
    output reg [6:0] bullet_y = 0,
    output reg bullet_en = 0,
    output reg [15:0] oled_colour,
    output reg hit_player = 0
);  
    parameter SPECIAL_ATTACK_STATE = 2'b11;  
    parameter BULLET_RADIUS = 4;
    parameter BULLET_COL = 16'b00000_111111_00000;
    parameter COLOUR_BLACK = 16'h0000;
    parameter RAISE_BULLET = 5;
    wire BULLET_CLK; CustomClock clk40hz(clk, 32'd625_000, BULLET_CLK);
    wire SAMPLE_CLK; CustomClock clk10khz(clk, 32'd50_000-1, SAMPLE_CLK);
    wire draw_bullet;
    drawCircle bul(.pixel_index(pixel_index),
                    .center_X(bullet_x), .center_Y(bullet_y),
                    .radius(BULLET_RADIUS),.draw(draw_bullet));
    reg updated_mirrored;
    always@(posedge BULLET_CLK)
    begin
        if(bullet_en)
                bullet_x = (updated_mirrored) ? bullet_x - 1: bullet_x + 1;
        else
                bullet_x = player_1x;
    end                
    reg[31:0] counter_hit = 0;
    always@(posedge clk)begin
        if(player_hit_detect)
        begin
            counter_hit <= 1;
            hit_player <= 1;
        end
        else if(counter_hit) begin
            counter_hit <= counter_hit <5000000? counter_hit+1: 0;
            hit_player <=1;
            end
        else begin
            hit_player <=0;
         end   
    end
    wire player_hit_detect;
    assign player_hit_detect =  bullet_en && (bullet_x >= player_2x - BULLET_RADIUS)
                    && (bullet_x <= player_2x + BULLET_RADIUS) 
                    && (bullet_y >= player_2y - BULLET_RADIUS - RAISE_BULLET) 
                    && (bullet_y <= player_2y + BULLET_RADIUS - RAISE_BULLET);
    wire hit_screen = (bullet_x <= BULLET_RADIUS) || (bullet_x >= 96 - BULLET_RADIUS);
    always@(posedge SAMPLE_CLK)
    begin
        if(hit_player || hit_screen)
            bullet_en = 0;   
        else if(attack_state==SPECIAL_ATTACK_STATE && bullet_en==0)
            bullet_en = 1;
            bullet_y = player_1y - RAISE_BULLET;
            updated_mirrored = mirrored;
    end
    wire [15:0] bullet_col;
    reg [7:0] hue_res = 0;
    hsv_to_rgb bulcol( .h(hue_res), .rgb(bullet_col));
    always@(negedge bullet_en)
    begin
        hue_res = random_5bit_val * 10;
    end
    always@(pixel_index)
    begin
        if(bullet_en && draw_bullet)
            oled_colour = bullet_col;
        else
            oled_colour = COLOUR_BLACK;
    end
endmodule
module drawCircle(input [12:0] pixel_index, input [7:0] center_X, input [7:0] center_Y, input [15:0] radius, output reg draw);
       wire [7:0] curr_X;
       wire [7:0] curr_Y;
       indexToXY curr_coord(.pixel_index(pixel_index), .X_coord(curr_X), .Y_coord(curr_Y));
       reg [15:0] distance_X;
       reg [15:0] distance_Y;
       reg [15:0] distance_squared;
       always@(pixel_index)
       begin
        distance_X <= curr_X - center_X;
        distance_Y <= curr_Y - center_Y;
        distance_squared <= (distance_X * distance_X) + (distance_Y * distance_Y);
        draw <= distance_squared < (radius * radius) ? 1 : 0;
       end
    endmodule
</file>
<file path="flow/constraint.sdc">
current_design bullet

set clk_period 16.0
set clk_io_pct 0.2

create_clock -name clk0 -period $clk_period [get_ports {clk}]

set non_clock_inputs [all_inputs -no_clocks]
set_input_delay [expr $clk_period * $clk_io_pct] -clock clk0 $non_clock_inputs
set_output_delay [expr $clk_period * $clk_io_pct] -clock clk0 [all_outputs]
</file>
<file path="flow/config.mk">
export PLATFORM = sky130hd
export DESIGN_NAME = bullet
export DESIGN_NICKNAME = bullet
export VERILOG_FILES = /design/flow/design.v
export SDC_FILE = /design/flow/constraint.sdc
export NUM_CORES = 4
export LEC_CHECK = 1
export CORE_UTILIZATION = 40
</file>
<file path="flow/run.sh">
#!/bin/bash
# OpenROAD 26Q1-2900-gdf79404cd8, Yosys 0.63+post, stock flow scripts
make -C /OpenROAD-flow-scripts/flow DESIGN_CONFIG=/design/flow/config.mk WORK_HOME=/design/flow/orfs finish
</file>
==> CHANGELOG.md <==
## Flow update

* Status: finished, violations left
* Violated checks: negative setup slack
* CP Launch Type: primary input
* Die area at roughly 69000 um^2
* Avg Cell Area, Syn at roughly 8.6 um^2
* RSZ-0062 raised after global routing: yes
* Via density at between 4 and 5
* Routability Congestion at slightly above 0.9
* WL met2 at between 20000 and 30000 um
* Top cell area share at between 20% and 30%
* Post-Syn Area at approximately 27000 um^2
* Drc violations at 0
* Synth warn at 7
* Yosys Chip Area at 27100 um^2
* Count of unclocked register or latch pins at 47
* Top FF cell, synth: dfxtp_1
* Total GRT Usage at ~18%
* Most frequent cell after synthesis: inv_1
* Largest net degree at the start of global routing at 26
* CP top delay family: adder cells
* Highest achievable clock rate at around 57 MHz
* Hold Path Class: flip-flop to flip-flop
* Clock root cell: clkbuf_16
* Worst-case clock skew at approximately 0.0086 ns
* Ant. Diodes at 0
* Max-slew headroom at between 40% and 50%
* Clock Latency Late Sink at ~0.34 ns
* Grt ovf at 0
* Port Buffers at between 80 and 90
* Asr flop ratio synth at 0%
* FP Core Util at about two fifths
* Most instantiated cells after synthesis: 548 x inv_1, 366 x ha_1, 321 x fa_1, 255 x nor2_1, 159 x nand2_1
* Initial antenna violation count at 0
* Antenna-violating nets left at 0
* Flops after synth at 146
* Main area contributors: fa_1 24%, ha_1 17%, dfxtp_1 8.9%, inv_1 7.6%, xnor2_1 5.0%
* Hold Slack at 0.4732 ns
* Most common cell on crit path: inv_1
* Num rows at approximately 95
* CTS H-tree depth at 3
* Reg clk slew, reported paths at around 0.07 ns
* Core area at approximately 67000 um^2
* CTS tree: done
* OpenROAD warning count at a little under 90
* Vias in the first global route at between 20000 and 25000
* Synth area leader: fa_1
* Final Hold Vio Count at 0
* Critical path required time at between 10 and 15 ns
* Metal3 WL at 2782 um
* Highest routed layer: met4
* Post-DP HPWL at between 40000 and 50000 um
* Crit end category: primary output
* Via count at around 21000
* Slowest stage delay, CP at between 0.5 and 0.6 ns
* Global-route wire length before repair at 100000 um
* Drt initial violations at 1064
* Fraction of layout cells with a size suffix above 1 at between 10% and 20%
* Ports at ~83
* Cells after Synth at approximately 3200
* Routed WL at 57110 um
* Endpoints left unconstrained at 62
* Cycle use final at 109.3%
* Final core utilization at between 40% and 50%
* Critical path arrival at approximately 14 ns
* Post-synth EDFFs at 2
* Clk buf depth at 2
* Yosys cell count at about 3200
* Worst-Margin Slew at between 0.8 and 0.9 ns
* Library cells used by synthesis at between 100 and 150
* Die Width at approximately 260 um
* Final worst slack at -1.490 ns
* Die Y at approximately 260 um
* Met1 Wirelength at about 28000 um
* Final Max Slew Viols at 0
* Kind of critical path: primary input to primary output
* TritonCTS Buffers at 9
* MaxCap Viol Count at 0
* Buf+Inv Stages, Crit Path at 11
* Maximum fanout along the worst path at 5
* Drt wl/cell at 13.27 um
* Period minus WS final at around 17 ns
* DR pass1 iterations at 5
* Slowest cell on the critical path: or4_4
* Area grow syn2layout at 15.82%
* Final Setup Violations at 16
-- logic make-up after synthesis --
| group | Yosys count | share of synthesized area [%] |
|---|---|---|
| and+or+nand+nor | 852 | 15.86 |
| adders and majority gates | 691 | 40.77 |
| buffers and inverters | 625 | 8.797 |
| AOI/OAI and AO/OA | 567 | 15.29 |
| xor gates and xnor gates | 243 | 7.882 |
| DFF | 122 | 9.088 |
| muxes | 25 | 0.9697 |
| latches | 24 | 1.330 |
| other | 1 | 0.01384 |
-- registers in the layout, summed over array words and instances, names as in the netlist --
register and count:
bulcol.b 8, bulcol.g 8, bulcol.r 8, bullet_en 1
bullet_x 7, bullet_y 7, clk10khz.CLOCK_OUT 1, clk10khz.counter 32
clk40hz.CLOCK_OUT 1, clk40hz.counter 32, counter_hit 32, hit_player 1
hue_res 7, updated_mirrored 1
-- final timing paths --
kind | start | cells past startpoint | slack (ns) | end
setup / recovery | pixel_index[11] | 56 | -1.49 | oled_colour[5]
hold / removal | clk10khz.counter[0]$_SDFF_PP0_ | 1 | 0.47 | clk10khz.counter[0]$_SDFF_PP0_
setup reg to reg | counter_hit[6]$_SDFFE_PP0P_ | 9 | 13.89 | counter_hit[6]$_SDFFE_PP0P_
hold reg to reg | clk10khz.counter[0]$_SDFF_PP0_ | 1 | 0.47 | clk10khz.counter[0]$_SDFF_PP0_
-- metrics by stage --
stage | instances | setup WS, ns | cell area [um^2] | TNS (ns)
after floorplan | 3186 | -1.210 | 27450 | -12.13
after global placement | 4247 | -2.597 | 30370 | -34.52
after detailed placement | 4247 | -2.665 | 30370 | -35.36
after CTS | 4298 | -1.805 | 31160 | -24.17
after global routing | 4305 | -2.070 | 31380 | -30.59
final | 4305 | -1.490 | 31380 | -21.53
-- final cells by class --
class                      instances  area, um^2
tap                              873        1092
fill                            6475       35660
sequential                       146        2823
inverter                         554        2083
timing repair buffer             302        2477
multi-input combinational       2415       22600
clock inverter                     3       43.79
clock buffer                      12       267.8
-- worst register-to-register path: stages, from the launching register on --
cell and delay, ns:
dfxtp_1 0.34, nor2_1 0.18, nor2_1 0.07, o21ai_0 0.15, nand2_1 0.07, a21boi_0 0.16, o21ai_0 0.10, a21oi_1 0.25
nand2_1 0.48, nor2_1 0.24
-- metal layers --
layer | track usage [%] | vias up
met5 | 0 | -
met4 | 2.099 | 0
met3 | 3.401 | 41
met2 | 27.19 | 388
met1 | 27.69 | 9893
li1 | - | 11079
-- placed cells by master, fill, tap and decap left out, types with 16 or more instances in the layout --
cell type / Yosys / layout
a21oi_1: 110 / 99
nand3_1: 80 / 79
buf_4: 4 / 204
nor2b_1: 47 / 47
buf_6: 1 / 16
and3_1: 27 / 27
xor2_1: 88 / 84
nor4_1: 26 / 25
nand2b_1: 42 / 41
inv_2: 6 / 18
clkdlybuf4s50_1: 0 / 61
nor3_1: 68 / 66
ha_1: 366 / 357
inv_1: 548 / 535
and2_1: 23 / 24
xnor2_1: 154 / 147
dfxtp_1: 120 / 120
or3_1: 17 / 17
o211ai_1: 22 / 22
o21ai_0: 86 / 81
nand4_1: 29 / 29
dlxtn_1: 24 / 24
nor2_1: 255 / 240
o21a_1: 37 / 37
fa_1: 321 / 311
a31oi_1: 29 / 27
nand2_1: 159 / 157
a21o_1: 52 / 51
conb_1: 1 / 37
-- timing repair --
action                                  in CTS  in global routing
endpoints found under the hold margin        0                  0
gates resized                              117                 42
setup buffers                               36                 12
endpoints found under the setup margin      16                 16
hold buffers                                 0                  0
pin swaps                                   55                 61
