`/design/flow/design.v`:
```
`timescale 1ns / 1ps
module CustomClock(
    input CLOCK_IN,
    input [31:0] COUNT_STOP,
    output reg CLOCK_OUT = 0);
    reg [31:0] counter = 0;
    always@(posedge CLOCK_IN)
    begin
        counter <= ( counter >= COUNT_STOP ) ? 0: counter + 1;
        CLOCK_OUT <= (counter == 0) ? ~CLOCK_OUT : CLOCK_OUT;
    end
endmodule
module Draw_Rect(
    input [12:0] pixel_index,
    input [7:0] X_coord_start,
    input [7:0] Y_coord_start,
    input [7:0] length,
    input [7:0] height,
    output draw
    );
    wire [7:0] curr_X;
    wire [7:0] curr_Y;
    indexToXY curr_coord(.pixel_index(pixel_index),
                         .X_coord(curr_X),
                         .Y_coord(curr_Y));
    assign draw = ( (curr_X >= X_coord_start) && (curr_X <= X_coord_start + length)
                 && (curr_Y >= Y_coord_start) && (curr_Y <= Y_coord_start + height)  );     
endmodule
module health_bar(
    input health_drop_clk,
    input [8:0] curr_health,
    input [12:0] pixel_index,
    output reg [15:0] oled_colour,
    output reg [8:0] prev_health = 400
);
    parameter FULL_HEALTH = 400;    
    parameter X_HEALTH_START = 55;
    parameter Y_HEALTH_BORDER_START = 2;
    parameter Y_HEALTH_ACT_START = 3;
    parameter FULL_HEALTH_HEIGHT = 8;
    parameter FULL_HEALTH_LEN = 40;
    parameter ACT_HEALTH_HEIGHT = 6; 
    parameter COLOUR_YELLOW = 16'b11111_111111_00000;
    parameter COLOUR_RED    = 16'b11111_000000_00000;
    parameter COLOUR_WHITE    = 16'hFFFF;
    always@(posedge health_drop_clk)
    begin
        if(prev_health==200 && curr_health==0)
            prev_health = 0;  
        else if( (prev_health > curr_health) && (prev_health > 0) )
            prev_health = prev_health - 1;
        else if(prev_health < curr_health)
            prev_health = curr_health;
    end
    wire draw_health_box;
    Draw_Rect dhb(.pixel_index(pixel_index),
                  .X_coord_start(X_HEALTH_START),.Y_coord_start(Y_HEALTH_BORDER_START),
                  .length(FULL_HEALTH_LEN),.height(FULL_HEALTH_HEIGHT),
                  .draw(draw_health_box));
    wire draw_rem_health;
    Draw_Rect drh(.pixel_index(pixel_index),
                  .X_coord_start(X_HEALTH_START),.Y_coord_start(Y_HEALTH_ACT_START),
                  .length(FULL_HEALTH_LEN-1),.height(ACT_HEALTH_HEIGHT),
                  .draw(draw_rem_health));                  
    wire [7:0] health_length;
    assign health_length = prev_health * FULL_HEALTH_LEN / FULL_HEALTH;
    wire draw_cur_health;
    Draw_Rect dch(.pixel_index(pixel_index),
                  .X_coord_start(X_HEALTH_START),.Y_coord_start(Y_HEALTH_ACT_START),
                  .length(health_length),.height(ACT_HEALTH_HEIGHT),
                  .draw(draw_cur_health));
    always @(pixel_index)
    begin
        if(draw_cur_health)
            oled_colour = COLOUR_YELLOW;
        else if(draw_rem_health)
            oled_colour = COLOUR_RED;
        else if(draw_health_box)
            oled_colour = COLOUR_WHITE;
        else 
            oled_colour = 16'h0000;
    end
endmodule
`timescale 1ns / 1ps
module indexToXY(
    input [12:0] pixel_index,
    output [7:0] X_coord,
    output [7:0] Y_coord
    );
    assign Y_coord = pixel_index / 96;
    assign X_coord = pixel_index % 96;
endmodule
module KO_Text(
    input [12:0] pixel_index, 
    output reg [15:0] oled_colour 
); 
    reg [15:0] COLOUR_WHITE = 16'hFFFF;
    always @(pixel_index)
    begin
        case(pixel_index)
        331: oled_colour = COLOUR_WHITE;
        334: oled_colour = COLOUR_WHITE;
        335: oled_colour = COLOUR_WHITE;
        337: oled_colour = COLOUR_WHITE;
        338: oled_colour = COLOUR_WHITE;
        339: oled_colour = COLOUR_WHITE;
        340: oled_colour = COLOUR_WHITE;
        341: oled_colour = COLOUR_WHITE;
        427: oled_colour = COLOUR_WHITE;
        429: oled_colour = COLOUR_WHITE;
        430: oled_colour = COLOUR_WHITE;
        433: oled_colour = COLOUR_WHITE;
        437: oled_colour = COLOUR_WHITE;
        523: oled_colour = COLOUR_WHITE;
        524: oled_colour = COLOUR_WHITE;
        525: oled_colour = COLOUR_WHITE;
        529: oled_colour = COLOUR_WHITE;
        533: oled_colour = COLOUR_WHITE;
        619: oled_colour = COLOUR_WHITE;
        620: oled_colour = COLOUR_WHITE;
        621: oled_colour = COLOUR_WHITE;
        625: oled_colour = COLOUR_WHITE;
        629: oled_colour = COLOUR_WHITE;   
        715: oled_colour = COLOUR_WHITE;
        717: oled_colour = COLOUR_WHITE;
        718: oled_colour = COLOUR_WHITE;
        721: oled_colour = COLOUR_WHITE;
        725: oled_colour = COLOUR_WHITE;   
        811: oled_colour = COLOUR_WHITE;
        814: oled_colour = COLOUR_WHITE;
        815: oled_colour = COLOUR_WHITE;
        817: oled_colour = COLOUR_WHITE;
        818: oled_colour = COLOUR_WHITE;   
        819: oled_colour = COLOUR_WHITE;
        820: oled_colour = COLOUR_WHITE;
        821: oled_colour = COLOUR_WHITE;
        default: oled_colour = 16'b00000_000000_00000;     
        endcase
    end 
endmodule
module status_bar_update(
    input clk,
    input [8:0] curr_health_l,
    input [8:0] curr_health_r,
    input [12:0] pixel_index,
    output reg [15:0] oled_colour,
    output [8:0] final_health_l,
    output [8:0] final_health_r 
);  
    reg [15:0] COLOUR_WHITE  = 16'hFFFF;
    reg [15:0] COLOUR_YELLOW = 16'b11111_111111_00000;
    reg [15:0] COLOUR_RED    = 16'b11111_000000_00000;
    wire CLOCK_ANIMATE;                    
    CustomClock clk20hz(.CLOCK_IN(clk),
                        .COUNT_STOP(32'd2_500 - 1),
                        .CLOCK_OUT(CLOCK_ANIMATE));
    wire [15:0] hb_right_col;
    health_bar hb_r(.health_drop_clk(CLOCK_ANIMATE),
                    .curr_health(curr_health_r),
                    .pixel_index(pixel_index),
                    .oled_colour(hb_right_col),
                    .prev_health(final_health_r));
    reg [12:0] mirror_pixel_index;
    always @(pixel_index)
    begin 
        mirror_pixel_index = pixel_index - 2*((pixel_index%96) - 48);
    end
    wire [15:0] hb_left_col;
    health_bar hb_l(.health_drop_clk(CLOCK_ANIMATE),
                    .curr_health(curr_health_l),
                    .pixel_index(mirror_pixel_index),
                    .oled_colour(hb_left_col),
                    .prev_health(final_health_l));    
    wire KO_Background;
    Draw_Rect kob(.pixel_index(pixel_index),
                  .X_coord_start(42),.Y_coord_start(2),
                  .length(12),.height(8),.draw(KO_Background)); 
    wire [15:0] KO_Text;
    KO_Text kotext(.pixel_index(pixel_index),.oled_colour(KO_Text));
    always@(pixel_index)
    begin
        if(KO_Text != 16'h0000)
            oled_colour = KO_Text;
        else if(KO_Background)
            oled_colour = COLOUR_RED;  
        else if(hb_right_col != 16'h0000)
            oled_colour = hb_right_col;
        else if(hb_left_col  != 16'h0000)
            oled_colour = hb_left_col;
        else
            oled_colour = 16'h0000;
    end                               
endmodule
```
`/design/flow/run.sh`:
```
#!/bin/bash
# OpenROAD 26Q1-2900-gdf79404cd8, Yosys 0.63+post, stock flow scripts
make -C /OpenROAD-flow-scripts/flow DESIGN_CONFIG=/design/flow/config.mk WORK_HOME=/design/flow/orfs finish
```
`/design/flow/config.mk`:
```
export PLATFORM = sky130hd
export DESIGN_NAME = status_bar_update
export DESIGN_NICKNAME = status_bar_update
export VERILOG_FILES = /design/flow/design.v
export SDC_FILE = /design/flow/constraint.sdc
export NUM_CORES = 4
export LEC_CHECK = 1
export CORE_UTILIZATION = 50
```
`/design/flow/constraint.sdc`:
```
current_design status_bar_update

set clk_period 23.1
set clk_io_pct 0.2

create_clock -name clk0 -period $clk_period [get_ports {clk}]

set non_clock_inputs [all_inputs -no_clocks]
set_input_delay [expr $clk_period * $clk_io_pct] -clock clk0 $non_clock_inputs
set_output_delay [expr $clk_period * $clk_io_pct] -clock clk0 [all_outputs]
```
==> GITHUB_STEP_SUMMARY <==
### Metrics collected by this job

| Metric | Value |
|---|---|
| Core area | just over 0.02 mm^2 |
| Worst Hold Class | register to register |
| Worst R2R End | clk20hz.counter[6] |
| Die height | 145 um |
| CP endpoint kind | primary output |
| Top cells by count | nor2_1, nand2_1, ha_1 |
| Starting density of the core | 0.508 |
| Post-layout util | 0.617 |
| I/O pin total | 66 |
| Fin. max-slew vios | 0 |
| Aoi share | 0.308 |
| Number of enable flip-flop cells | 1 |
| Comb area leader | AND-OR/OR-AND gates |
| Largest net degree at the start of global routing | 20 |
| Root Driver | clkbuf_16 |
| Leak | roughly 5.2 nW |
| Post-DR wirelength/cell | 15.9 um |
| Final WL | 29,500 um |
| Antenna violations before repair | 0 |
| CTS tree | yes |
| Yosys Chip Area | 0.0103 mm^2 |
| Die X | 145 um |
| Ant. Diodes | 0 |
| Critical path data required time | roughly 18,000 ps |
| PortBufs | 65 |
| CP Depth | approximately 66 |
| Crit path kind | input port to primary output |
| Fa+ha+maj area frac | 0.132 |
| Hold Vio Cnt, Final | 0 |
| Cell Type Count | 116 |
| Commonest flop | dfxtp_1 |
| Synth Warn # | 19 |
| Vias/cell | 6.01 |
| Async SR Flop Fraction | 0 |
| Cycle use final | 0.975 |
| Hold Slack | 481 ps |
| Total grt overflow | 0 |
| Synth top area cells | ha_1, dfxtp_1, xnor2_1 |
| Max_cap viols | 0 |
| Largest type area fraction | 0.120 |
| Crit-path slowest cell | or4_4 |
| Row count | roughly 52 |
| Critical path's largest stage delay | 600 ps |
| DR WL met3 | 1410 um |
| Top Family by Delay on Critical Path | AND-OR/OR-AND gates |
| Post-layout total power | between 0.0015 and 0.002 W |
| Outcome | finished clean |
| Shortest period the worst path allows | 22,530 ps |
| Endpoints left unconstrained | 36 |
| Post-synthesis xor/xnor area fraction | 0.0858 |
| Count of unclocked register or latch pins | 18 |
| Crit path buf inv count | 9 |
| R2r startpoint | clk20hz.counter[2] |
| Setup_tns | 0 ps |
| Pwr/cell area | around 150 mW/mm^2 |
| Share of cells above drive strength 1 | 0.153 |
| Synth Instances | ~1,400 |
| DP HPWL | 23,700 um |
| Peak Freq | 0.0444 GHz |
| R2R cell count | 5 |
| Global-route wire length before repair | between 40,000 and 50,000 um |
| Metal-1 WL | around 14,000 um |
| CP startpoint kind | input port |
| Synth top cell by count | nor2_1 |
| Mux share | 0.0246 |
| Drt drc | 0 |
| FF-to-FF setup slack | roughly 21,000 ps |
| Total tool warning count | between 40 and 50 |
| Bufs on Longest Clock Path | 2 |
| Max H-tree Level | 2 |
| Dominant cell type by area after synthesis | ha_1 |
| Worst-Skew Late Latency | 270 ps |
| Wire length on met2 | 13,400 um |
| Final Cell Area | 0.0124 mm^2 |
| Drt pass-1 iters | 7 |
| Worst-Margin Slew | between 800 and 900 ps |
| Seq share, synth | 0.101 |
| Max-slew headroom at the worst pin | 0.409 |
| Antenna viol nets, final | 0 |
| Vias in the first global route | 9,991 |
| Critical Path Sink | oled_colour[4] |
| Synthesized area per cell | 7.22 um^2 |
| Initial DRC Count | roughly 550 |
| CTS buffer count | 5 |
| Final setup fails | 0 |
| Gr usage total | 0.276 |
| RePlAce Congestion | 1.03 |
| Yosys cell count | about 1,400 |
| Peak VDD IR | between 0.2 and 0.25 mV |
| Top sig layer | met4 |
| Clk pin slew, worst setup/hold paths | 50 ps |
| Die ar. | ~0.021 mm^2 |
| Clock skew | 4.16 ps |
| Post-place instance area | 0.0118 mm^2 |
| Layout area overhead | 21.3% |
| Post-synthesis cell area | 0.0103 mm^2 |
| Worst setup startpoint | pixel_index[1] |
| Max Fanout on Critical Path | 8 |
| Flops after synth | between 50 and 60 |
| CP Data Arrival Time | approximately 18,000 ps |
| Post-synthesis simple-gate area fraction | 0.297 |
| Via count | 11,200 |
-- final cells by class --
cell class / count / area [um^2]
multi-input cells: 1266 / 9030
fillers: 1823 / 7730
repair buffers: 187 / 1580
flip-flops and latches: 51 / 1030
well taps: 270 / 338
inverters: 75 / 282
clock buffers: 5 / 125
clock inverters: 3 / 45.0
-- kinds of logic (layout without fill, tap and decap cells) --
| group | Yosys count | count (layout) |
|---|---|---|
| muxes | 21 | 21 |
| DFF | 51 | 51 |
| AOI/OAI and AO/OA | 433 | 433 |
| buffers and inverters | 123 | 270 |
| and+or+nand+nor | 586 | 586 |
| xor gates and xnor gates | 98 | 98 |
| adders and majority gates | 108 | 108 |
| other | 1 | 20 |
-- registers in the layout, summed over array words and instances, names as in the netlist --
register and cells:
hb_l.prev_health 9, clk20hz.CLOCK_OUT 1, hb_r.prev_health 9, clk20hz.counter 32
-- repair_timing --
| item | CTS | global route |
|---|---|---|
| pin swaps | 2 | 27 |
| hold buffers | 0 | 0 |
| endpoints found under the setup margin | 6 | 16 |
| setup buffers | 2 | 28 |
| resized | 10 | 56 |
-- worst min-delay path by stage --
stage,startpoint,cells after the start,to,slack [ps]
CTS,clk20hz.counter[0],1,clk20hz.counter[0],480
global route,clk20hz.counter[0],1,clk20hz.counter[0],520
finish,clk20hz.counter[0],1,clk20hz.counter[0],480
-- where the power goes --
part	total (W)	internal [W]	switching [W]
registers	0.0000598	0.0000594	0.000000470
clock network	0.0000730	0.0000509	0.0000221
logic	0.00175	0.000773	0.000973
-- placed cells by master (no fill, tap or decap), types with 6 or more instances in the layout --
master / n
a211o_1: 10
a211oi_1: 21
a21boi_0: 7
a21o_1: 30
a21oi_1: 75
a21oi_2: 7
a221oi_1: 6
a31oi_1: 12
and2_1: 17
and3_1: 11
buf_4: 122
clkdlybuf4s50_1: 59
conb_1: 20
dfxtp_1: 50
dlymetal6s2s_1: 6
ha_1: 96
inv_1: 74
maj3_1: 7
mux2i_1: 8
nand2_1: 123
nand2b_1: 23
nand3_1: 54
nand3b_1: 6
nand4_1: 22
nor2_1: 151
nor2b_1: 27
nor3_1: 40
nor4_1: 25
o2111ai_1: 7
o211ai_1: 18
o21a_1: 13
o21ai_0: 77
o21ai_1: 9
o31a_1: 12
o31ai_1: 17
or2_2: 12
or3_1: 12
or4_1: 8
xnor2_1: 64
xor2_1: 29
-- metal layers --
layer	global-route usage	up-vias
li1	-	5642
met1	0.396	5116
met2	0.455	342
met3	0.0189	54
met4	0.0642	0
met5	0	-
-- stage by stage --
stage | cells | setup slack (ps)
final | 1857 | 575
after global routing | 1857 | -123
after CTS | 1829 | 23.5
after detailed placement | 1819 | -171
after global placement | 1819 | -8.29
after floorplan | 1440 | 587
Power figures rest on the tool's default switching activity, not on a simulated workload.
