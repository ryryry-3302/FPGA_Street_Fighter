==> /design/flow/design.v <==
`timescale 1ns / 1ps
module CustomClock(
    input CLOCK_IN,
    input [31:0] COUNT_STOP,
    output reg CLOCK_OUT = 0);
    reg [31:0] counter = 0;
    always@(posedge CLOCK_IN)
    begin
        counter <= ( counter >= COUNT_STOP ) ? 0: counter + 1;
        CLOCK_OUT <= (counter == 0) ? ~CLOCK_OUT : CLOCK_OUT;
    end
endmodule
module Draw_Rect(
    input [12:0] pixel_index,
    input [7:0] X_coord_start,
    input [7:0] Y_coord_start,
    input [7:0] length,
    input [7:0] height,
    output draw
    );
    wire [7:0] curr_X;
    wire [7:0] curr_Y;
    indexToXY curr_coord(.pixel_index(pixel_index),
                         .X_coord(curr_X),
                         .Y_coord(curr_Y));
    assign draw = ( (curr_X >= X_coord_start) && (curr_X <= X_coord_start + length)
                 && (curr_Y >= Y_coord_start) && (curr_Y <= Y_coord_start + height)  );     
endmodule
`timescale 1ns / 1ps
module indexToXY(
    input [12:0] pixel_index,
    output [7:0] X_coord,
    output [7:0] Y_coord
    );
    assign Y_coord = pixel_index / 96;
    assign X_coord = pixel_index % 96;
endmodule
module menu(input clk,
            input [12:0] pixel_index,
            input [1:0] game_state,
            output reg [6:0] seg,
            output reg [3:0] an,
            output reg [15:0] oled_colour);
    wire CLK_500Hz;
    CustomClock clk500hz(.CLOCK_IN(clk),.COUNT_STOP(100_000 - 1),.CLOCK_OUT(CLK_500Hz));
    wire draw_rect_col;
    Draw_Rect draw_rec(.pixel_index(pixel_index),
                .X_coord_start(0),.Y_coord_start(22),
                .length(96),.height(20),.draw(draw_rect_col));
    parameter LETTER_W = ~7'b0101010;
    parameter LETTER_I = ~7'b0110000;
    parameter LETTER_N = ~7'b0110111;
    parameter NULL     = ~7'b0000000;
    parameter LETTER_L = ~7'b0111000;
    parameter LETTER_O = ~7'b0111111;
    parameter LETTER_S = ~7'b1101101;
    parameter LETTER_E = ~7'b1111001;
    parameter DASH     = ~7'b1000000;
    parameter COLOUR_GREEN = 16'b00000_111111_00000;
    parameter COLOUR_RED   = 16'b11111_000000_00000;
    parameter COLOUR_WHITE = 16'hFFFF;
    parameter COLOUR_BLACK = 16'h0000;
    reg [1:0] annode_now = 2'b00;
    reg [6:0] digit3;
    reg [6:0] digit2;
    reg [6:0] digit1;
    reg [6:0] digit0;
    always @(posedge CLK_500Hz)
    begin
        case(annode_now)
        0: begin seg = digit3; an = 4'b0111; end
        1: begin seg = digit2; an = 4'b1011; end
        2: begin seg = digit1; an = 4'b1101; end
        3: begin seg = digit0; an = 4'b1110; end
        endcase
        annode_now = annode_now + 1;
    end
    always@(game_state)
    begin
        case(game_state)
        2'b00: begin  
            digit3 = DASH; digit2 = DASH; digit1 = DASH; digit0 = DASH;
            oled_colour = COLOUR_BLACK;
        end
        2'b01: begin
            digit3 = LETTER_W; digit2 = LETTER_I; digit1 = LETTER_N; digit0 = NULL; 
            oled_colour = (draw_rect_col) ? COLOUR_GREEN: COLOUR_BLACK;
        end
        2'b10: begin
            digit3 = LETTER_L; digit2 = LETTER_O; digit1 = LETTER_S; digit0 = LETTER_E;
            oled_colour = (draw_rect_col) ? COLOUR_RED: COLOUR_BLACK ;
        end  
        2'b11: begin 
            digit3 = LETTER_O; digit2 = LETTER_O; digit1 = LETTER_O; digit0 = LETTER_O;
            oled_colour = (draw_rect_col) ? COLOUR_WHITE: COLOUR_BLACK;  
        end
        endcase
    end
endmodule
==> /design/flow/run.sh <==
#!/bin/bash
# OpenROAD 26Q1-2900-gdf79404cd8, Yosys 0.63+post, stock flow scripts
make -C /OpenROAD-flow-scripts/flow DESIGN_CONFIG=/design/flow/config.mk WORK_HOME=/design/flow/orfs finish
==> /design/flow/config.mk <==
export PLATFORM = sky130hd
export DESIGN_NAME = menu
export DESIGN_NICKNAME = menu
export VERILOG_FILES = /design/flow/design.v
export SDC_FILE = /design/flow/constraint.sdc
export NUM_CORES = 4
export LEC_CHECK = 1
export CORE_AREA = 10 10 104 104
export DIE_AREA = 0 0 114 114
==> /design/flow/constraint.sdc <==
current_design menu

set clk_period 2.8
set clk_io_pct 0.2

create_clock -name clk0 -period $clk_period [get_ports {clk}]

set non_clock_inputs [all_inputs -no_clocks]
set_input_delay [expr $clk_period * $clk_io_pct] -clock clk0 $non_clock_inputs
set_output_delay [expr $clk_period * $clk_io_pct] -clock clk0 [all_outputs]
==> impl_metrics.py <==
# Physical implementation metrics
metrics = {
    "timing": {
        "fin_ws_ns": -1.01,
        "slew_viol_final": 0,
        "max_freq_ghz": 0.263,
        "finClkSkew_ns": 0.00318,
        "unclocked_pins": 13,
        "rsz0062_at_grt": "yes",
        "unconstrained_endpoints": 24,
        "min_period_ns": 3.81,
        "hold_viol_final": 0,
        "hold_ws_ns": 0.474,
        "setup_viol": 16,
        "period_used_pct": 136,
    },
    "pwr": {
        "p_leak_nw": 1.32,
        "p_comb_share_pct": 21.6,
        "switching_share_pct": 23.4,
        "peakVddDrop_mv": 0.438,
        "p_switching_mw": 0.280,
        "pwr-share-clk_pct": 37.7,
        "powerDensity_mw_per_mm2": 367,
        "p_seq_share_pct": 40.7,
        "internal_power_mw": 0.914,
    },
    "outcome": {
        "violations": "setup timing",
        "status": "finished with violations",
    },
    "grt": {
        "overflow": 0,
        "global_route.usage.met2_pct": 11.1,
        "grt_util_met1_pct": 11.2,
        "grt_max_degree": 18,
        "grt_use_total_pct": 7.49,
        "grt_pass1_vias": 1838,
        "grt_pass1_wl_mm": 8.51,
        "grt_most_used_layer": "met1",
        "antenna_found_initial": 0,
        "grt_use_met3_pct": 2.07,
    },
    "synth": {
        "synth-edff-count": 1,
        "syn_area_mm2": 0.00234,
        "ys_area_mm2": 0.00234,
        "synth_cells": 264,
        "yosysTopAreaCell": "dfxtp_1",
        "seq_area_frac_synth_pct": 39.7,
        "area_leaders": "dfxtp_1 38%, ha_1 5.3%, nor2_1 5.0%, buf_4 4.5%, xor2_1 3.0%",
        "yosys_warnings": 6,
        "syn_avg_cell_area_um2": 8.87,
        "ff_type": "dfxtp_1",
        "ys.flops": 46,
        "yosysTopAreaCellShare_pct": 38.5,
        "synth_cell_types": 59,
        "async_reset_ff_share_pct": 0,
        "ys_cells": 264,
    },
    "min_path": {
        "min_to": "clk500hz.counter[0]",
        "min_delay_path_depth": 1,
        "min-delay-start": "clk500hz.counter[0]",
        "hold_class": "flop to flop",
    },
    "clock_network": {
        "clk_pin_slew_ns": 0.06,
        "tritoncts": "done",
        "cts_buffers": 5,
        "ctsLongestPathBuffers": 2,
        "htree_levels": 2,
        "clk_latency_ns": 0.27,
        "cts_root_buf": "clkbuf_8",
    },
    "critical_path": {
        "worstReg2RegStart": "clk500hz.counter[0]",
        "worstPathMaxFanout": 5,
        "crit_path_end_kind": "output port",
        "arrival_ns": 3.25,
        "crit_required_ns": 2.24,
        "reg2reg_depth": 8,
        "critPathBufInv": 4,
        "crit_path_cell_trace": "buf_8 -> ha_4 -> and2b_1 -> and3b_2 -> or3_4 -> o41ai_4 -> nand3_1 -> a211o_4 -> a2111oi_4 -> buf_4 -> buf_6 -> buf_2",
        "slowest_delay_ns": 0.41,
        "rrSetupSlack_ns": 0.86,
        "worstSetupPathType": "input port to output port",
        "cpMaxStageDelayCell": "or3_4",
        "cp_top_family": "simple AND/OR/NAND/NOR gates",
        "r2r-end": "clk500hz.counter[6]",
        "startpoint": "pixel_index[12]",
        "cp-start-kind": "input port",
    },
    "route": {
        "wl_mm": 4.81,
        "via_per_inst": 4.49,
        "firstDrtPassIters": 4,
        "drc_errors": 0,
        "drtAntennaViolNets": 0,
        "routedWlPerCell_um": 10.9,
        "antenna_cells": 0,
        "dr_total_vias": 1980,
        "drtIter0Drc": 64,
    },
    "die": {
        "placementRows": 34,
        "fp.dieW_um": 114,
        "fp-utilization_pct": 27.0,
        "fp.dieH_um": 114,
        "fp.dieArea_mm2": 0.0130,
        "io_pins": 43,
        "core-area_mm2": 0.00868,
    },
    "place": {
        "pre_cts_ws_ns": -1.75,
        "place_inst": 424,
        "placed_cell_area_mm2": 0.00303,
        "port_buffers": 37,
        "place_congestion": 0.870,
        "dp_hpwl_mm": 3.71,
    },
    "job": {
        "warning_count": 40,
        "cap_violations": 0,
    },
    "finish": {
        "area_growth_pct": 39.1,
        "fin_util_pct": 37.5,
        "final_area_mm2": 0.00326,
        "layoutNonFillerInstCount": 441,
        "drive_above_1_share_pct": 25.8,
        "n_fill_cell": 861,
    },
}
worst max-delay path by stage:
stage	end	slack [ns]	cells after the start
final	oled_colour[5]	-1.01	12
after global routing	oled_colour[5]	-1.14	12
after CTS	oled_colour[5]	-1.04	12
state kept, by name, indices dropped and copies added, names as in the netlist:
register / flops
clk500hz.counter: 32
an: 4
clk500hz.CLOCK_OUT: 1
seg: 7
annode_now: 2
cell usage after synthesis (all sizes together) (2+ instances only):
master and number:
a211o 4, nand4 6, a311oi 2, xnor2 7
a211oi 2, a2111oi 4, a22oi 2, a21oi 9
a31o 2, buf 19, a31oi 5, nand2 14
clkbuf 6, o22ai 2, inv 17, and4bb 3
o21ai 10, o211ai 2, nor4 7, xor2 8
nand3 6, dfxtp 45, nor3 10, nor2 31
nor4b 2, or3 5, and2b 2, a41oi 2
ha 10
final cells by class:
type,instances,area [µm²],area share (%)
Multi-Input combinational cell,190,1380,42.4
Sequential cell,46,931,28.6
Inverter,17,63.8,1.96
Clock inverter,2,36.3,1.11
Tap cell,108,135,4.15
Clock buffer,6,82.6,2.53
Timing Repair Buffer,72,627,19.2
worst reg2reg max path: stages (launching register included):
cell and delay (ns):
dfxtp_1 0.33, ha_1 0.24, nand3_1 0.13, nor2_1 0.08, or3_1 0.31, a21oi_1 0.15
o21ai_0 0.09, a31o_2 0.39, nor2_1 0.14
metrics by stage:
| step | setup TNS [ns] | power, mW |
|---|---|---|
| 4_1_cts | -16.01 | 1.19 |
| 2_1_floorplan | -14.62 | 0.648 |
| 3_5_place_dp | -27.47 | 0.732 |
| 5_1_grt | -17.72 | 1.26 |
| 3_3_place_gp | -27.13 | 0.732 |
| 6_report | -15.64 | 1.19 |
layer usage:
metal,vias up,share of wire (%)
li1,1051,-
met1,882,51
met2,47,42
met3,0,7.1
met4,0,0
met5,-,0
power groups by stage:
stage / Combinational [mW] / Sequential, mW / Clock (mW)
4_1_cts: 0.243 / 0.486 / 0.463
6_report: 0.258 / 0.486 / 0.450
5_1_grt: 0.282 / 0.487 / 0.487
placed cells by master (no fill, tap or decap), drive strengths merged, types with 2 or more instances in the layout:
cell type,n
buf,55
dfxtp,45
nor2,31
inv,18
clkdlybuf4s50,17
conb,15
nand2,14
nor3,10
ha,10
o21ai,10
a21oi,9
xor2,8
nor4,7
xnor2,7
nand3,6
nand4,6
clkbuf,6
a31oi,5
or3,5
a211o,4
a2111oi,4
and4bb,3
a22oi,2
o22ai,2
a211oi,2
o211ai,2
a31o,2
nor4b,2
and2b,2
a311oi,2
a41oi,2
cells by family (layout without fill, tap and decap cells):
kind of cell	after synthesis	after routing	share of synthesized area [%]
AOI/OAI and AO/OA	57	57	18.3
DFF	46	46	39.7
adders and majority gates	10	10	5.34
xor gates and xnor gates	15	15	5.61
buffers and inverters	42	97	9.72
and+or+nand+nor	93	93	21.1
other	1	15	0.160
repair_timing:
action,in CTS,in global routing
pin swaps,10,1
resized,80,11
endpoints found under the setup margin,16,16
hold buffers,0,0
buffers inserted,8,1
Power and IR drop assume default switching activity.
