<file path="design/flow/run.sh">
#!/bin/bash
# OpenROAD 26Q1-2900-gdf79404cd8, Yosys 0.63+post, stock flow scripts
make -C /OpenROAD-flow-scripts/flow DESIGN_CONFIG=/design/flow/config.mk WORK_HOME=/design/flow/orfs finish
</file>
<file path="design/flow/config.mk">
export PLATFORM = sky130hd
export DESIGN_NAME = comboLeftDownRight
export DESIGN_NICKNAME = comboLeftDownRight
export VERILOG_FILES = /design/flow/design.v
export SDC_FILE = /design/flow/constraint.sdc
export NUM_CORES = 4
export LEC_CHECK = 1
export CORE_UTILIZATION = 50
</file>
<file path="design/flow/constraint.sdc">
current_design comboLeftDownRight

set clk_period 8.6
set clk_io_pct 0.2

create_clock -name clk0 -period $clk_period [get_ports {clk}]

set non_clock_inputs [all_inputs -no_clocks]
set_input_delay [expr $clk_period * $clk_io_pct] -clock clk0 $non_clock_inputs
set_output_delay [expr $clk_period * $clk_io_pct] -clock clk0 [all_outputs]
</file>
<file path="design/flow/design.v">
`timescale 1ns / 1ps
module comboLeftDownRight(
     input clk,
     input bypass,
     input up,
     input down,
     input left,
     input right,
     input attack,
     input block,
     output successWire
    );
    wire allInputs;  
    assign allInputs = up || down || left || right || attack;  
    reg success;
    assign successWire = success;
    wire [8:0]move;
    comboWindow leftWindow(clk, left, allInputs, move[0]);
    comboWindow downWindow(clk, move[0]?down:0, allInputs, move[1]);
    comboWindow rightWindow(clk, move[1]?right:0, allInputs, move[2]);
    comboWindow attackWindow(clk, move[2]?attack:0, allInputs, move[3]);
    always @ (posedge clk) begin
        if (bypass) begin success <= 1; end
            if (move[3]) begin
                success = 1;
            end
        if (!move[3]) begin success = 0; end
    end
endmodule
`timescale 1ns / 1ps
module comboWindow(
    input clk,
    input playerInput,
    input cancel,  
    output windowOpenWire
    );
    reg windowOpen = 0;
    assign windowOpenWire = windowOpen;
    reg [31:0]count = 0;
    always @ (posedge clk) begin
        if (playerInput) begin
            count = 1;
            windowOpen = 1;
        end
        if (cancel && !playerInput) begin 
            count = (24999998);  
        end
        count = ((count > (24999999)))? 0: count + 1;
        if (count == 0) begin
            windowOpen = 0;
        end  
    end
endmodule
</file>
==> flow_summary_export.csv <==
group,metric,value,unit
route,antenna_cells,0,
place,dp_slack,2290,ps
worst_setup_path,cp-end-kind,"register",
clock_network,clkTransAtPathRegs,50,ps
worst_hold_path,hold_class,"reg -> reg",
worst_setup_path,arrival,6230,ps
final_timing,fin_ws,2630,ps
logic_synthesis,async_flop_share,0,%
clock_network,root_buffer,"clkbuf_16",
worst_hold_path,hold_start,"attackWindow.windowOpen",
pwr,leakagePower,2.82,nW
logic_synthesis,ys_ff,133,
worst_setup_path,ff2ff_path_depth,10,
grt,antenna_found_initial,0,
clock_network,cts_tree,"yes",
clock_network,numCtsBuffers,17,
final_timing,drv_slew,0,
logic_synthesis,yosysMostFrequentCell,"dfxtp_1",
floorplanning,core_area,13900,µm²
final_timing,fmax,0.168,GHz
clock_network,cts_buffer_depth,2,
logic_synthesis,yosysWarnings,5,
worst_setup_path,critical_path.startpoint_type,"input port",
final_layout,drive_gt1_share,5.66,%
route,firstDrtPassIters,5,
grt,grt_usage,24.4,%
grt,gr-usage-met1,38.8,%
logic_synthesis,ff_type,"dfxtp_1",
clock_network,h-tree-depth,4,
logic_synthesis,ys_top_cells_by_count,"dfxtp_1, nor2_1, nand2_1",
clock_network,hold_buffers,0,
grt,grt_busiest_layer,"met1",
final_timing,setup_viol,0,
grt,grt_pass1_vias,5856,
clock_network,ctsResizeCount,0,
floorplanning,chip_area,14700,µm²
pwr,power_density,199,nW/µm²
final_timing,setup_tns,0,ps
run_status,outcome,"complete, no violations",
floorplanning,rows,43,
logic_synthesis,synth-edff-count,0,
logic_synthesis,synth-cells-yosys,903,
final_timing,rsz0062_at_grt,"false",
place,post_dp_cell_area,7350,µm²
place,port_buffers,6,
route,vias,6456,
grt,grt-ovfl-total,0,
route,final_antenna_net_count,0,
final_timing,relSlewSlack,36.0,%
place,dp_hpwl,11000,µm
logic_synthesis,top_cells_by_area,"dfxtp_1, nor2_1, xor2_1",
final_timing,hold_viol,0,
worst_setup_path,reg2reg_setup_slack,5230,ps
route,viasPerCell,5.87,
grt,use_met3,4.08,%
job,cap_violations,0,
worst_setup_path,crit_type,"in -> reg",
logic_synthesis,top_area_cell,"dfxtp_1",
final_layout,stdcell_area,7920,µm²
route,finalWirelength,16700,µm
worst_setup_path,r2r-start,"rightWindow.windowOpen",
worst_hold_path,hold_end,"success",
worst_setup_path,r2r-end,"attackWindow.windowOpen",
pwr,irDropWorstVdd,0.000140,V
logic_synthesis,synthesis.area,7100,µm²
floorplanning,fp.dieW,121,µm
final_timing,layout_min_cycle_time,5970,ps
floorplanning,die_h,121,µm
grt,grt_pass1_wl,28400,µm
worst_hold_path,holdPathStages,0,
grt,grt_start_max_net_pins,41,
logic_synthesis,netlist.area_leader.share,37.5,%
final_timing,worstMarginPinSlew,951,ps
final_timing,skew,6.26,ps
final_timing,period_used_share,69.4,%
job,warnings,27,
route,avgRoutedWirePerCell,15.2,µm
grt,use_met2,36.9,%
logic_synthesis,syn-instance-count,903,
logic_synthesis,ys_area,7100,µm²
floorplanning,fp_util,51.1,%
worst_setup_path,cp.required,8870,ps
logic_synthesis,synth_cell_types,71,
route,drt_iter0_drc,554,
clock_network,cts_sinks,133,
route,post-route-drc-count,0,
final_layout,finish.utilization,57.1,%
logic_synthesis,ys_seq_share,37.5,%
clock_network,clk_latency,410,ps
floorplanning,io_pins,9,
clock_network,post-cts-setup-buffer-count,0,
final_layout,area_delta_synth_final,11.6,%
logic_synthesis,syn_avg_cell_area,7.86,µm²
place,routabilityCongestion,0.875,
worst_setup_path,path_max_fanout,27,
[cells by family (layout without fill, tap and decap cells)]
| logic type | count (synthesis) | count (layout) | synth area share, % |
|---|---|---|---|
| simple gates | 428 | 428 | 31.1 |
| compound gates | 185 | 185 | 16.8 |
| flops | 133 | 133 | 37.5 |
| xor+xnor | 73 | 73 | 9.01 |
| buf+inv | 73 | 62 | 3.95 |
| mux | 6 | 6 | 0.899 |
| fa+ha+maj | 4 | 4 | 0.705 |
| other cells | 1 | 28 | 0.0528 |
[how the worst max path moves through the flow]
stage	start	endpoint	slack (ps)
after CTS	attack	rightWindow.windowOpen	2660
after global routing	attack	rightWindow.windowOpen	2290
final	attack	rightWindow.windowOpen	2630
[registers in the layout (all words and copies together) (netlist names)]
register and count:
attackWindow.count 32, leftWindow.count 32, rightWindow.count 32, attackWindow.windowOpen 1
downWindow.count 32, downWindow.windowOpen 1, success 1, leftWindow.windowOpen 1
rightWindow.windowOpen 1
[power breakdown]
part / switching (mW) / internal, mW / leakage [nW]
registers: 0.0512 / 0.663 / 1.11
clock network: 0.247 / 0.460 / 0.285
logic: 0.0926 / 0.0637 / 1.42
total: 0.391 / 1.19 / 2.82
[cells in the final DEF (no fill, tap or decap), drive strengths merged, types with 6 or more instances in the layout]
cell type and n:
dfxtp 133, nor2 117, nand2 80, a21oi 58, nand3 42, xor2 39
nand4 38, nor3 37, o21ai 35, xnor2 34, nor4 30, conb 28
clkbuf 25, inv 18, and3 14, a31oi 12, nand2b 11, nor2b 10
o22ai 9, buf 9, or4 8, and2 7, or3 7, o211ai 7
and4 6, o31ai 6, nor3b 6, a21o 6, clkdlybuf4s50 6
[stage by stage]
step	hold WS, ps	power [mW]	instances
after floorplan	351	0.839	930
after detailed placement	363	0.878	1070
after global routing	386	1.65	1099
after global placement	360	0.875	1070
final	368	1.58	1099
after CTS	371	1.59	1099
[worst max-delay path, stage by stage]
cell and delay [ps]:
clkdlybuf4s50_1 530, or4_1 560, buf_4 260, nor2_4 430
buf_4 380, nand2_1 90, nand2_1 70, ha_1 390
nand4_1 280, nor4_1 600, nand3_1 170, xor2_1 200
o31ai_1 110, o31ai_1 300, a211oi_1 120
[routing by layer]
metal  share of wire (%)  vias to the layer above
li1                    -                     3257
met1                  50                     3000
met2                  43                      188
met3                 5.4                       11
met4                0.91                        0
met5                   0                        -
[layout make-up]
| class | instances | area (µm²) |
|---|---|---|
| inverters | 18 | 67.6 |
| clock buffers | 25 | 505 |
| flip-flops and latches | 133 | 2660 |
| fillers | 1206 | 5960 |
| multi-input cells | 724 | 4260 |
| clock inverters | 4 | 70.1 |
| well taps | 180 | 225 |
| repair buffers | 15 | 128 |
Power and IR drop assume default switching activity.
