--- flow/run.sh ---
#!/bin/bash
# OpenROAD 26Q1-2900-gdf79404cd8, Yosys 0.63+post, stock flow scripts
make -C /OpenROAD-flow-scripts/flow DESIGN_CONFIG=/design/flow/config.mk WORK_HOME=/design/flow/orfs finish
--- flow/config.mk ---
export PLATFORM = sky130hd
export DESIGN_NAME = konamiCombo
export DESIGN_NICKNAME = konamiCombo
export VERILOG_FILES = /design/flow/design.v
export SDC_FILE = /design/flow/constraint.sdc
export NUM_CORES = 4
export LEC_CHECK = 1
export CORE_UTILIZATION = 50
--- flow/constraint.sdc ---
current_design konamiCombo

set clk_period 13.7
set clk_io_pct 0.2

create_clock -name clk0 -period $clk_period [get_ports {clk}]

set non_clock_inputs [all_inputs -no_clocks]
set_input_delay [expr $clk_period * $clk_io_pct] -clock clk0 $non_clock_inputs
set_output_delay [expr $clk_period * $clk_io_pct] -clock clk0 [all_outputs]
--- flow/design.v ---
`timescale 1ns / 1ps
module comboWindow(
    input clk,
    input playerInput,
    input cancel,  
    output windowOpenWire
    );
    reg windowOpen = 0;
    assign windowOpenWire = windowOpen;
    reg [31:0]count = 0;
    always @ (posedge clk) begin
        if (playerInput) begin
            count = 1;
            windowOpen = 1;
        end
        if (cancel && !playerInput) begin 
            count = (24999998);  
        end
        count = ((count > (24999999)))? 0: count + 1;
        if (count == 0) begin
            windowOpen = 0;
        end  
    end
endmodule
`timescale 1ns / 1ps
module konamiCombo(
     input clk,
     input bypass,
     input up,
     input down,
     input left,
     input right,
     input attack,
     input block,
     output successWire
    );
    wire allInputs;  
    assign allInputs = up || down || left || right || attack;  
    reg success;
    assign successWire = success;
    wire [8:0]move;
    comboWindow upMove1(clk, up, allInputs, move[0]);
    comboWindow upMove2(clk, move[0]?up:0, allInputs, move[1]);
    comboWindow downMove1(clk, move[1]?down:0, allInputs, move[2]);
    comboWindow downMove2(clk, move[2]?down:0, allInputs, move[3]);
    comboWindow leftMove1(clk, move[3]?left:0, allInputs, move[4]);
    comboWindow rightMove1(clk, move[4]?right:0, allInputs, move[5]);
    comboWindow leftMove2(clk, move[5]?left:0, allInputs, move[6]);
    comboWindow rightMove2(clk, move[6]?right:0, allInputs, move[7]); 
    comboWindow attackMove(clk, move[7]?attack:0, allInputs, move[8]);
    always @ (posedge clk) begin
        if (bypass) begin success <= 1; end
            if (move[8]) begin
                success = 1;
            end
        if (!move[8]) begin success = 0; end
    end
endmodule
==> out/qor.csv <==
stage;metric;value;unit
run_status;status;finished clean;
finish;drive_gt1_share;5.66;%
power_and_ir_drop;clkPwrFrac;42.9;%
floorplan;num_rows;65;
final_timing;fmax;127;MHz
final_timing;rsz0062_at_grt;false;
critical_path;crit_path_start;up;
final_timing;final_max_slew_viol_count;0;
synth;top_area_share;37.0;%
clocking;max-clock-path-buffers;3;
place;numPortBuffers;6;
power_and_ir_drop;total_power;2180;uW
finish;regArea;5970;um^2
min_path;hold_end;success;
synth;synth-seq-cells;298;
final_timing;worst_slew_pin_slew;0.840;ns
power_and_ir_drop;vdd_ir_drop_max;0.0000875;V
min_path;min_from;attackMove.windowOpen;
floorplan;die_y;182;um
final_timing;fin_worst_skew;0.0115;ns
final_timing;finalCriticalPeriod;7.90;ns
global_routing;overflow;0;
place;dp_hpwl;26.1;mm
global_routing;grt_pass1_wl;67.7;mm
critical_path;r2r_cells;10;
power_and_ir_drop;power.share.switching;26.1;%
drt;drt_iter0_drc;1065;
drt;avgViaCountPerCell;5.95;
floorplan;io_pins;9;
run;maxCapViolCount;0;
synth;netlist_area;16100;um^2
run;warnings;29;
critical_path;slowest_delay;0.82;ns
final_timing;finalSetupViolations;0;
drt;wire_per_inst;16.4;um
drt;ant_nets;0;
floorplan;fp_util;51.0;%
clocking;cts_resized;0;
critical_path;r2r_end;rightMove2.windowOpen;
critical_path;path_class;primary input to register;
drt;wl;40.3;mm
clocking;ctsHoldBuffers;0;
synth;edf_count;0;
min_path;whs_path_depth;0;
finish;fillers;2823;
synth;ys_cells;2031;
critical_path;arrival;8.30;ns
power_and_ir_drop;pwr_density_cell;123;nW/um^2
synth;synth_cells;2031;
finish;comb_area;9740;um^2
drt;highest_layer;met4;
synth;top_cells_by_area;dfxtp_1 (37%), nor2_1 (5.8%), xnor2_1 (4.5%), xor2_1 (4.3%), nor3_1 (3.4%);
min_path;hold_class;register to register;
clocking;clock_latency;0.52;ns
drt;diodes;0;
global_routing;grt_use_total;25.4;%
clocking;cts_tree;yes;
drt;route.met3.wl;1.92;mm
drt;first_pass_iters;6;
critical_path;cp_cell_sequence;clkdlybuf4s50_1, buf_4, or4_4, nor2_4, buf_12, a21o_1, ha_1, a21boi_0, a2111oi_0, a211oi_1, nand4b_1, nor4_1, or4b_2, o31a_1;
global_routing;antenna_found_initial;0;
clocking;cts_setup_buffers;0;
floorplan;die_x;182;um
synth;yosys_most_used_dff;dfxtp_1;
clocking;cts_inserted_buffers;35;
power_and_ir_drop;power_frac_comb;10.7;%
critical_path;worstSetupEndpointType;register;
drt;drc;0;
power_and_ir_drop;power.share.sequential;46.4;%
critical_path;worstReg2RegStart;leftMove2.windowOpen;
critical_path;worst-path-buf-inv;3;
synth;synth-async-reset-ratio;0;%
critical_path;worst_path_max_delay_cell;or4_4;
synth;ys_chip_area;16100;um^2
floorplan;chip_area;33000;um^2
final_timing;slew_headroom;43.3;%
critical_path;r2r_setup_slack;9.65;ns
clocking;root_buffer;clkbuf_16;
clocking;clock_sinks;298;
synth;syn-mean-instance-area;7.94;um^2
critical_path;crit_required;14.10;ns
clocking;clk_pin_slew;0.06;ns
global_routing;grt_pass1_vias;13200;
drt;vias;14600;
global_routing;grt_max_degree;130;
floorplan;core_area;31600;um^2
final_timing;finalHoldViolCount;0;
final_timing;fin_setup_tns;0;ns
critical_path;cp_top_family;simple AND/OR/NAND/NOR gates;
final_timing;fin_crit_sh;57.7;%
critical_path;start_kind;primary input;
drt;met1_length;19.9;mm
drt;wl_met2;17.6;mm
power_and_ir_drop;power.leakage;0.00632;uW
place;gp_congestion;0.898;
finish;syn_to_final_growth;9.98;%
synth;synth_warnings;10;
clocking;cts-htree-levels;2;
synth;synth_area_leader_cell;dfxtp_1;
critical_path;path_max_fanout;129;
synth;synth.distinct_cells;82;
power_and_ir_drop;switching_power;569;uW
power_and_ir_drop;p_int;1610;uW
synth;yosysSeqAreaShare;37.0;%
[stage by stage]
stage,setup WS [ns],util (%),cells,instance area (um^2),hold WS [ns]
2_1_floorplan,6.54,-,2093,16400,0.331
3_3_place_gp,5.40,52.4,2390,16600,0.336
3_5_place_dp,5.36,52.4,2390,16600,0.343
4_1_cts,5.90,56.1,2450,17700,0.354
5_1_grt,5.48,56.1,2450,17700,0.368
6_report,5.80,56.1,2450,17700,0.352
[state kept, by name (all words and copies together) (netlist names), 32 cells and up]
register and flops:
attackMove.count 32, downMove1.count 32, downMove2.count 32, leftMove1.count 32, leftMove2.count 32, rightMove1.count 32
rightMove2.count 32, upMove1.count 32, upMove2.count 32
[worst register-to-register path, cell delays in order (launching register included)]
cell and delay, ns:
dfxtp_1 0.40, and2_0 0.70, a21o_1 0.19, ha_1 0.27
a21boi_0 0.53, a2111oi_0 0.20, a211oi_1 0.32, nand4b_1 0.13
nor4_1 0.24, or4b_2 0.65, o31a_1 0.29
[routing by layer]
metal | vias up | global-route usage (%)
met3 | 61 | 3.46
met5 | - | 0
met4 | 0 | 5.02
met2 | 331 | 38.3
met1 | 6777 | 39.8
li1 | 7414 | -
[worst max-delay path by stage]
stage,slack [ns],depth (start not counted),to
final,5.80,14,rightMove2.windowOpen
after CTS,5.90,14,rightMove2.windowOpen
after global routing,5.48,15,downMove2.windowOpen
[synth_stat cells (69+ instances only)]
master	instances
dfxtp_1	298
nor2_1	250
nand2_1	145
nor3_1	109
clkbuf_1	103
nand3_1	97
o21ai_0	89
nand4_1	87
a21oi_1	83
xnor2_1	83
xor2_1	79
nor4_1	69
[cells in the final DEF, fill, tap and decap left out, types with 79 or more instances in the layout]
| cell type | count |
|---|---|
| a21oi_1 | 83 |
| dfxtp_1 | 298 |
| nor3_1 | 109 |
| nand4_1 | 87 |
| nor2_1 | 249 |
| nand3_1 | 97 |
| xor2_1 | 79 |
| o21ai_0 | 89 |
| nand2_1 | 144 |
| xnor2_1 | 83 |
[cell type report]
cell class / instances / area share (%)
Multi-Input combinational cell: 1626 / 54.9
Sequential cell: 298 / 33.6
Clock buffer: 50 / 5.83
Tap cell: 402 / 2.84
Timing Repair Buffer: 28 / 1.31
Inverter: 36 / 0.762
Clock inverter: 10 / 0.719
[power by group through the flow]
stage,combinational (uW),clock (uW),sequential (uW)
global route,264,997,1020
CTS,233,962,1010
finish,233,933,1010
[kinds of logic (layout without fill, tap and decap cells)]
logic type | after synthesis | after routing | share of synthesized area [%]
buf+inv | 169 | 124 | 4.24
xor+xnor | 162 | 162 | 8.80
compound gates | 395 | 395 | 16.3
other cells | 1 | 63 | 0.0233
simple gates | 980 | 980 | 31.8
fa+ha+maj | 9 | 9 | 0.698
flops | 298 | 298 | 37.0
mux | 17 | 17 | 1.09
